===== /design/flow/run.sh =====
#!/bin/bash
# OpenROAD 26Q1-2900-gdf79404cd8, Yosys 0.63+post, stock flow scripts
make -C /OpenROAD-flow-scripts/flow DESIGN_CONFIG=/design/flow/config.mk WORK_HOME=/design/flow/orfs finish

===== /design/flow/config.mk =====
export PLATFORM = sky130hd
export DESIGN_NAME = flash_led_top
export DESIGN_NICKNAME = flash_led_top
export VERILOG_FILES = /design/flow/design.v
export SDC_FILE = /design/flow/constraint.sdc
export NUM_CORES = 4
export LEC_CHECK = 1
export CORE_UTILIZATION = 50

===== /design/flow/constraint.sdc =====
current_design flash_led_top

set clk_period 7.4
set clk_io_pct 0.2

create_clock -name clk0 -period $clk_period [get_ports {clk}]

set non_clock_inputs [all_inputs -no_clocks]
set_input_delay [expr $clk_period * $clk_io_pct] -clock clk0 $non_clock_inputs
set_output_delay [expr $clk_period * $clk_io_pct] -clock clk0 [all_outputs]

===== /design/flow/design.v =====
`timescale 1ns / 1ps
module counter (
    input clk,
    input rst_n,
    output reg [3:0] p1,
    p2
);
  reg [13:0] cnt_first, cnt_second;
  always @(posedge clk, negedge rst_n) begin
    if (!rst_n) begin
      cnt_first <= 14'd0;
      p1 <= 4'b0;
      p2 <= 4'b0;
      cnt_second <= 14'd0;
    end else begin
      if (cnt_first == 14'd10000) begin
        cnt_first  <= 14'd0;
        cnt_second <= cnt_second + 1;
        if (cnt_second == 14'd10000) begin
          cnt_second <= 14'd0;
          if (p1 != 4'd9) p1 <= p1 + 1'b1;
          else begin
            p1 <= 4'd0;
            if (p2 != 4'd9) p2 <= p2 + 1'b1;   
            else p2 <= 4'd0;
          end
        end
      end else begin
        cnt_first  <= cnt_first + 1'b1;
        cnt_second <= cnt_second;
      end
    end
  end
endmodule
`timescale 1ns / 1ps
module flash_led_ctrl (
    input clk,
    input [3:0] p1,
    input [3:0] p2,
    input rst,
    output reg [3:0] sig,   
    output reg [3:0] enable   
);
  parameter x = 200000; 
  reg l_clk;
  reg [31:0] clk_cnt;
  reg [1:0] scan;
  always @(posedge clk,negedge rst) begin
    if(!rst) begin clk_cnt<=0; l_clk<=0;
    end
    else begin if(clk_cnt == (x>>2)-1) begin
    l_clk<= ~l_clk;
    clk_cnt<=0;
    end else clk_cnt = clk_cnt+1;
    end
  end
  always @(posedge l_clk) begin scan <= scan + 1'b1;
  end
  always @(scan, p1, p2) begin
    case (scan)
      2'b00: begin
        enable = 4'h01;
        sig = p1;
      end
      2'b01: begin
        enable = 4'h02;
        sig = p2;
      end
      2'b10: begin
        enable = 4'h04;
        sig = 4'b0;
      end
      2'b11: begin
        enable = 4'h08;
        sig = 4'b0;
      end
    endcase
  end
endmodule
`timescale 1ns / 1ps
module flash_led_top (
    input clk,
    input rst,
    output [7:0] led,
    output [3:0] ena
);
  wire [3:0] p1, p2;
  wire [3:0] num_signal;   
  counter cnt1 (
      .clk(clk),
      .rst_n(rst),
      .p1(p1),
      .p2(p2)
  );
  num_to_signal signal (
      num_signal,
      led
  );
  flash_led_ctrl fled_ctrl (
      clk,
      p1,
      p2,
      rst,
      num_signal,
      ena
  );
endmodule
`timescale 1ns / 1ps
module num_to_signal (
    input [3:0] num,
    output reg [7:0] seg_out
);
  always @*
    case (num)
      4'h0: seg_out = 8'b1111_1100;   
      4'h1: seg_out = 8'b0110_0000;   
      4'h2: seg_out = 8'b1101_1010;   
      4'h3: seg_out = 8'b1111_0010;   
      4'h4: seg_out = 8'b0110_0110;   
      4'h5: seg_out = 8'b1011_0110;   
      4'h6: seg_out = 8'b1011_1110;   
      4'h7: seg_out = 8'b1110_0000;   
      4'h8: seg_out = 8'b1111_1110;   
      4'h9: seg_out = 8'b1110_0110;   
      default: seg_out = 8'b0000_0000;
    endcase
endmodule

==> job_summary.md <==
### Yosys + OpenROAD results

| Metric | Value |
|---|---|
| Yosys Chip Area | 0.003701 mm^2 |
| WS Path Type | flip-flop to output pin |
| Outcome | finished clean |
| Core area | 0.006982 mm^2 |
| Total power | 743.0 uW |
| Initial drt markers | 59 |
| Async S/R FF share, synth | 97.18% |
| FILL cells | 578 |
| Worst Hold Class | flip-flop to flip-flop |
| Ys flop type | dfrtp_1 |
| Crit-path cells | a22oi_1 > inv_1 > ha_1 > inv_1 > mux2i_1 > o21ai_0 > clkdlybuf4s50_1 |
| Share of layout cells above drive strength 1 | 8.458% |
| # rows | 30 |
| CP dominant cell by count | inv_1 |
| Slew HR | 46.26% |
| YS warnings | 3 |
| LEAKAGE | 0.001893 uW |
| Clock Tree Buf Depth | 2 |
| DR vias/cell | 5.255 |
| # DRC | 0 |
| Worst path max stage delay | 0.48 ns |
| CP required | 5.92 ns |
| Mapped Area | 0.003701 mm^2 |
| Vias in the first global route | 2,422 |
| Unrepaired setup endpoints after global routing | no |
| CP endpoint kind | output pin |
| Achievable clock frequency | 0.2628 GHz |
| MaxCap Viol Count | 0 |
| Clk slew on worst S/H paths | 0.07 ns |
| Cell Type Count | 44 |
| Combinational gate area | 0.001829 mm^2 |
| Cycle use final | 51.42% |
| Slowest CP cell | a22oi_1 |
| Antenna cells | 0 |
| Number of cells in Yosys stat | 377 |
| Register pins left without a clock | 2 |
| Final setup viols | 0 |
| Drt pass-1 iters | 4 |
| Chip area | 0.007750 mm^2 |
| Syn avg cell area | 9.817 um^2 |
| Top area cell types | dfrtp_1, xnor2_1, ha_1 |
| CTS buffer count | 9 |
| Ports | 14 |
| CP arrival | 2.32 ns |
| Registers, synthesis | 71 |
| Post-CTS Setup Inserts | 0 |
| Total routed wirelength | 6239 um |
| DP Wirelength | 4398 um |
| Final setup TNS | 0 ns |
| GRT Overall Usage | 18.62% |
| Core Util, Final | 59.91% |
| Clk latency late pin | 0.34 ns |
| Largest net degree at the start of global routing | 39 |
| Initial antenna violation count | 0 |
| Remaining antenna violation count | 0 |
| Reg2Reg Setup Slack | 4.96 ns |
| Clock Skews | 0.01085 ns |
| Total area of sequential cells | 0.001767 mm^2 |
| First-pass GRT wire length | 11,030 um |
| Max Transition Viols Final | 0 |
| Number of unconstrained endpoints | 6 |
| Via Count | 2,617 |
| Routability cong. | 0.7971 |
| EDFF count, synth | 0 |
| Startpoint Class | flip-flop |
| Peak supply drop | 0.0001378 V |
| DIE HEIGHT | 88.04 um |
| CTS tree | built |
| Worst-Margin Slew | 0.7987 ns |
| Initial Utilization | 53.01% |
| Die X | 88.04 um |
| Max Fanout on Critical Path | 6 |
| Max-area cell share | 46.65% |
| Stage-log warning count | 35 |
| Mapped Cells | 377 |
| WL per Instance | 12.53 um |
| Root buf cell | clkbuf_8 |
| Number of port buffers | 12 |
| CTS HTree Levels | 3 |
| Remaining global-route overflow | 0 |
| CTS resizes | 0 |
| Register share after synthesis | 47.73% |
| Cell taking the most area after synthesis | dfrtp_1 |
| Minimum clock period after layout | 3.805 ns |
| Cell Pwr Density | 177.6 mW/mm^2 |
| Final hold viol count | 0 |
| CTS hold repair buffers | 0 |
| Area grow syn2layout | 13.02% |
-- cells in the mapped netlist, drive strengths merged (8+ instances only) --
master  number
nand2       39
xnor2       33
nor2        27
inv         17
nand4       23
and4         8
o21ai       18
ha          16
xor2        19
nor4        10
nand3       27
dfrtp       69
-- registers in the layout, indices dropped and copies added, names as in the netlist --
register,cells
cnt1.cnt_first,14
cnt1.cnt_second,14
cnt1.p1,4
cnt1.p2,4
fled_ctrl.clk_cnt,32
fled_ctrl.l_clk,1
fled_ctrl.scan,2
-- power by group --
part | total (uW) | switching (uW) | internal (uW)
sequential | 377 | 0 | 377
combinational | 7.37 | 6.84 | 0.523
clock | 359 | 140 | 219
total | 743 | 146 | 597
-- kinds of logic after synthesis --
logic type	Yosys count	synth area share, %
simple gates	171	24.88
flops	71	47.74
xor+xnor	52	12.31
compound gates	36	5.578
buf+inv	26	2.840
fa+ha+maj	16	5.409
mux	4	1.149
other cells	1	0.1013
-- placed cells by master (no fill, tap or decap), types with 3 or more instances in the layout --
master,n
nand4_1,23
o21ai_0,18
o22ai_1,3
xnor2_1,33
xor2_1,19
clkbuf_8,12
nor4_1,9
and4_1,8
nand3_1,27
nor2_1,27
clkdlybuf4s50_1,11
a21oi_1,6
a22oi_1,4
and2_1,4
nand2_1,39
inv_1,17
buf_4,6
dfrtp_1,69
ha_1,16
or3_1,3
nor3_1,7
and3_1,5
-- metrics by stage --
| step | std cells | hold WS, ns | worst slack [ns] | instance area, um^2 |
|---|---|---|---|---|
| after floorplan | 377 | 0.4466 | 4.531 | 3701 |
| after global placement | 482 | 0.4702 | 3.976 | 3940 |
| after detailed placement | 482 | 0.4739 | 3.942 | 3940 |
| after CTS | 498 | 0.4882 | 3.572 | 4183 |
| after global routing | 498 | 0.5052 | 3.365 | 4183 |
| final | 498 | 0.4841 | 3.595 | 4183 |
-- critical path: cells and delay by family, from the launching register on --
family                   cells  cell delay, ns
AND-OR/OR-AND                2            0.61
adder cells (fa/ha/maj)      1            0.22
buffers and inverters        3            0.67
flip-flops                   1            0.42
multiplexers                 1            0.06
-- layer usage --
layer / wire [um] / global-route usage (%)
met5: 0 / 0
met1: 3245 / 30.17
met2: 2694 / 28.26
met4: 86 / 2.053
met3: 213 / 4.008
-- layout make-up --
class	count	area share, %
flip-flops and latches	71	42.24
well taps	96	2.872
inverters	17	1.526
multi-input cells	280	43.73
clock inverters	4	1.855
clock buffers	12	3.949
repair buffers	18	3.829
-- path summary, 6_finish.rpt --
path,start,end,depth (start not counted)
max in group asynchronous,rst,fled_ctrl.clk_cnt[27]$_DFF_PN0_,2
max,cnt1.p1[0]$_DFFE_PN0P_,led[4],7
min,fled_ctrl.l_clk$_DFFE_PN0N_,fled_ctrl.l_clk$_DFFE_PN0N_,1
min in group asynchronous,rst,cnt1.cnt_second[11]$_DFFE_PN0N_,1
max reg2reg,cnt1.cnt_second[11]$_DFFE_PN0N_,cnt1.cnt_second[10]$_DFFE_PN0N_,6
min reg2reg,fled_ctrl.l_clk$_DFFE_PN0N_,fled_ctrl.l_clk$_DFFE_PN0N_,1
Power is estimated from default activity; no workload was simulated.
